==> flow/design.v <==
`timescale 1ns / 1ps
    module alu(
    output [7:0] out,
    input [7:0] a,
    input [7:0] b,
    input cin
    );
    assign out = a + b + cin;
    endmodule
`timescale 1ns / 1ps
module BCD_control(
input[3:0]   bcd_d_out_1,
input[3:0]   bcd_d_out_2,
input[3:0]   bcd_d_out_3,
input[3:0]   bcd_d_out_4,
input[3:0]   bcd_d_out_5,
input[3:0]   plus_minus,
input[2:0]refreshcounter,
output reg [3:0] D_Desple = 0
);
always@(refreshcounter)
begin
    case(refreshcounter)
        3'd0:
             D_Desple = bcd_d_out_1;
         3'd1:
             D_Desple = bcd_d_out_2;
         3'd2:
             D_Desple = bcd_d_out_3;
         3'd3:
             D_Desple = bcd_d_out_4;
         3'd4:
             D_Desple = bcd_d_out_5;
         3'd5:
             D_Desple = plus_minus;
        endcase
end        
endmodule
`timescale 1ns / 1ps
module anodos(
input [2:0] refreshcounter,
output reg [5:0] anode = 0
    );
always@(refreshcounter)
begin
    case(refreshcounter)
        3'b000:
            anode = 8'b11111110;
        3'b001:
            anode = 8'b11111101;
        3'b010:
            anode = 8'b11111011;
        3'b011:
            anode = 8'b11110111;
        3'b100:
            anode = 8'b11101111;
        3'b101:
            anode = 8'b11011111;
     endcase
end
endmodule
`timescale 1ns / 1ps
module BCDConvert(
    input           clk,
    input           en,
    input   [15:0]  bin_d_in,
    output  [3:0]   bcd_d_out_1,
    output  [3:0]   bcd_d_out_2,
    output  [3:0]   bcd_d_out_3,
    output  [3:0]   bcd_d_out_4,
    output  [3:0]   bcd_d_out_5,
    output  [3:0]   plus_minus,    
    output          rdy
    );    
    parameter IDLE          = 3'b000;
    parameter SETUP         = 3'b001;
    parameter ADD           = 3'b010;
    parameter SHIFT         = 3'b011;
    parameter DONE          = 3'b100;
    parameter SENDING_OUT   = 3'b101;
    reg [31:0]  bcd_data    = 0;
    reg [2:0]   state       = 0;
    reg         busy        = 0;
    reg [3:0]   sh_counter  = 0;
    reg [3:0]   output_counter  = 0;
    reg [2:0]   add_counter = 0;
    reg         result_rdy  = 0;
    reg [3:0]   direction   = 0;
    reg [3:0]   bcd_data_reg= 0;
        reg   [15:0]  bin_d_in_reg= 0;
        reg  [3:0]   bcd_d_out_1_reg= 0;
        reg  [3:0]   bcd_d_out_2_reg= 0;
        reg  [3:0]   bcd_d_out_3_reg= 0;
        reg  [3:0]   bcd_d_out_4_reg= 0;
        reg  [3:0]   bcd_d_out_5_reg= 0;
        reg  [3:0]   plus_minus_reg= 0;     
    always @(posedge clk)
        begin
        if(en)
            begin
                if(~busy)
                    begin
                    bcd_data     <= {16'b0, bin_d_in[14:0]};
                    direction    <= {4'b0, bin_d_in[15:15]};
                    state       <= SETUP;
                    end
            end
        case(state)
            IDLE:
                begin
                    result_rdy  <= 0;
                    busy        <= 0;
                    output_counter <= 0;
                end
            SETUP:
                begin
                busy        <= 1;
                state       <= ADD;
                end
            ADD:
                begin
                case(add_counter)
                    0:
                        begin
                        if(bcd_data[15:12] > 4)
                            begin
                                bcd_data[27:12] <= bcd_data[27:12] + 3;
                            end
                            add_counter <= add_counter + 1;
                        end
                    1:
                        begin
                        if(bcd_data[19:16] > 4)
                            begin
                                bcd_data[27:16] <= bcd_data[27:16] + 3;
                            end
                            add_counter <= add_counter + 1;
                        end
                    2:
                        begin
                        if((add_counter == 2) && (bcd_data[23:20] > 4))
                            begin
                                bcd_data[27:20] <= bcd_data[27:20] + 3;
                            end
                            add_counter <= add_counter + 1;
                        end
                    3:
                        begin
                        if((add_counter == 3) && (bcd_data[27:24] > 4))
                            begin
                                bcd_data[27:24] <= bcd_data[27:24] + 3;
                            end
                            add_counter <= add_counter +1;
                        end
                     4:
                                                begin
                                                if((add_counter == 4) && (bcd_data[31:28] > 4))
                                                    begin
                                                        bcd_data[31:28] <= bcd_data[31:28] + 3;
                                                    end
                                                    add_counter <= 0;
                                                    state   <= SHIFT;
                                                end
                    endcase
                end
            SHIFT:
                begin
                sh_counter      <= sh_counter + 1;
                bcd_data        <= bcd_data << 1;
                if(sh_counter == 11)
                    begin
                    sh_counter  <= 0;
                    state       <= SENDING_OUT;
                    end
                else
                    begin
                    state       <= ADD;
                    end
                end
            SENDING_OUT:
                begin
                       result_rdy      <= 1;
                    bcd_d_out_1_reg    <= bcd_data[15:12];
                    bcd_d_out_2_reg    <= bcd_data[19:16];
                    bcd_d_out_3_reg    <= bcd_data[23:20];
                    bcd_d_out_4_reg    <= bcd_data[27:24];
                    bcd_d_out_5_reg    <= bcd_data[31:28];
                    plus_minus_reg     <= direction;
                    state              <= DONE;
                end
            DONE:
                begin
                state       <= IDLE;
                result_rdy  <= 0;
                end
            default:
                begin
                state <= IDLE;
                end
            endcase
        end
                                assign bcd_d_out_1    = bcd_d_out_1_reg;
                                assign bcd_d_out_2    = bcd_d_out_2_reg;
                                assign bcd_d_out_3    = bcd_d_out_3_reg;
                                assign bcd_d_out_4    = bcd_d_out_4_reg;
                                assign bcd_d_out_5    = bcd_d_out_5_reg;
                                assign plus_minus     = plus_minus_reg;
    assign rdy          = result_rdy;
endmodule
`timescale 1ns / 1ps
module catodo(
input [3:0] digito,
output reg [6:0] cathode = 0
);
always@(digito)
begin
    case(digito)
    4'd0:
        cathode = 7'b0000001;
    4'd1:
        cathode = 7'b1001111;
    4'd2:
        cathode = 7'b0010010;
    4'd3:
        cathode = 7'b0000110;
    4'd4:
        cathode = 7'b1001100;
    4'd5:
        cathode = 7'b0100100;
    4'd6:
        cathode = 7'b0100000;
    4'd7:
        cathode = 7'b0001111;
    4'd8:
        cathode = 7'b0000000;
    4'd9:
        cathode = 7'b0000100;
    4'd15:
        cathode = 7'b1111110;
    endcase
end 
endmodule
`timescale 1ns / 1ps
module mult(
output [15:0]bin_d_in,
output busy,
input [7:0] mc,
input [7:0]mp,
input clk, 
input reset
);  
    reg [7:0] A, Q, M;
    reg Q_1;
    reg [3:0] count;
    wire [7:0] sum, difference;
always @(posedge clk)
begin
    if (reset) begin
    A <= 8'b0;
    M <= mc;
    Q <= mp;
    Q_1 <= 1'b0;
    count <= 4'b0;
end
    else begin
    case ({Q[0], Q_1})
    2'b0_1 : {A, Q, Q_1} <= {sum[7], sum, Q};
    2'b1_0 : {A, Q, Q_1} <= {difference[7], difference, Q};
    default: {A, Q, Q_1} <= {A[7], A, Q};
    endcase
    count <= count + 1'b1;
    end
    end
    alu adder (sum, A, M, 1'b0);
    alu subtracter (difference, A, ~M, 1'b1);
    assign bin_d_in = {A, Q};
    assign busy = (count < 8);
    endmodule
`timescale 1ns / 1ps
module refreshcounter(
input refresh_clock,
output reg [2:0] refreshcounter = 0
);
always@(posedge refresh_clock) 
begin
refreshcounter <= refreshcounter +1;
    if(refreshcounter == 3'd5)
        begin
            refreshcounter=0;
        end
end
endmodule
`timescale 1ns / 1ps
module top(
input logic clk,
input logic [15:0]SW,
input logic reset,
output logic [6:0]cathode,
output logic [5:0]anode
    );
logic refresh_clock;
logic [3:0]digit0;
logic  [3:0]bcd_d_out_1;
logic  [3:0]bcd_d_out_2;
logic  [3:0]bcd_d_out_3;
logic  [3:0]bcd_d_out_4;
logic  [3:0]bcd_d_out_5;
logic  [3:0]plus_minus;
logic [2:0]refreshcounter;
logic en;
logic [15:0]bin_d_in;
logic [3:0]D_Desple;
logic rdy;
logic busy;
logic cin;
logic a;
logic b;
logic out;
BCD_control BCD_control_const(
   .bcd_d_out_1(bcd_d_out_1),
   .bcd_d_out_2(bcd_d_out_2),
   .bcd_d_out_3(bcd_d_out_3),
   .bcd_d_out_4(bcd_d_out_4),
   .bcd_d_out_5(bcd_d_out_5),
   .plus_minus(plus_minus),  
   .refreshcounter(refreshcounter),
   .D_Desple(D_Desple)    
);
BCDConvert BCDConvert_const(
    .clk(clk),
    .en(en),
    .bin_d_in(bin_d_in),
    .bcd_d_out_1(bcd_d_out_1),
    .bcd_d_out_2(bcd_d_out_2),
    .bcd_d_out_3(bcd_d_out_3),
    .bcd_d_out_4(bcd_d_out_4),
    .bcd_d_out_5(bcd_d_out_5),
    .plus_minus(plus_minus),
    .rdy(rdy)
);
anodos anodos_const(
    .refreshcounter(refreshcounter),
    .anode(anode)
);
catodo catodo_const(
    .digito(D_Desple),
    .cathode(cathode)
);
refreshcounter refreshcounter_const(
.refresh_clock(refresh_clock),
.refreshcounter(refreshcounter)
);
alu alu_const (
.cin(cin),
.a(a),
.b(b),
.out(out)
);
mult mult_const(
.bin_d_in(bin_d_in),
.busy(busy), 
.mc(SW[7:0]), 
.mp(SW[15:8]),
.clk(clk),
.reset(reset)
);
endmodule
==> flow/run.sh <==
#!/bin/bash
# OpenROAD 26Q1-2900-gdf79404cd8, Yosys 0.63+post, stock flow scripts
make -C /OpenROAD-flow-scripts/flow DESIGN_CONFIG=/design/flow/config.mk WORK_HOME=/design/flow/orfs finish
==> flow/config.mk <==
export PLATFORM = sky130hd
export DESIGN_NAME = top
export DESIGN_NICKNAME = top
export VERILOG_FILES = /design/flow/design.v
export SDC_FILE = /design/flow/constraint.sdc
export NUM_CORES = 4
export LEC_CHECK = 1
export CORE_AREA = 10 10 112 112
export DIE_AREA = 0 0 122 122
==> flow/constraint.sdc <==
current_design top

set clk_period 2.5
set clk_io_pct 0.2

create_clock -name clk0 -period $clk_period [get_ports {clk}]

set non_clock_inputs [all_inputs -no_clocks]
set_input_delay [expr $clk_period * $clk_io_pct] -clock clk0 $non_clock_inputs
set_output_delay [expr $clk_period * $clk_io_pct] -clock clk0 [all_outputs]
==> flow_metrics.tcl <==
# collected from the flow reports
set metrics [dict create \
    rows 37 \
    unclocked_pins 7 \
    post-route-drc-count 0 \
    dieArea_sq_mm 0.01488 \
    drv_cap 0 \
    syn_area_per_cell_sq_um 10.61 \
    status "completed" \
    required_ps 2400 \
    wl_per_cell_microns 6.488 \
    drive_gt1_frac 0.1186 \
    antennaDiodeCount 0 \
    wl_met3_microns 150 \
    grt_max_degree 11 \
    via_per_inst 2.783 \
    drt_iter0_drc 69 \
    h-tree-depth 1 \
    routedLengthMet1_microns 791 \
    largest_register_ffs 7 \
    skew_ps 0.5412 \
    synth.most_common_cell "edfxtp_1" \
    hold_viol 0 \
    cts_tree "yes" \
    fp_util 0.1172 \
    fp.dieW_microns 122 \
    worst_hold_slack_ps 518.1 \
    gp_congestion 0.8315 \
    path_max_fanout 6 \
    synth-edff-count 18 \
    synthArstFlopShare 0 \
    crit_buf_inv 1 \
    arrival_ps 1570 \
    antenna_found_initial 0 \
    ys_ff 25 \
    untimed_endpoints 14 \
    startpoint_type "flip-flop" \
    hpwl_microns 1299 \
    min_period_ps 1668 \
    path_cells "inv_1 > ha_1 > nor2b_1 > o211ai_1 > a21oi_1" \
    cts_root_buffer "clkbuf_8" \
    max_freq_mhz 599.5 \
    grt_pass1_vias 680 \
    core_area_sq_mm 0.01023 \
    grt_pass1_wl_microns 2973 \
    final_core_util 0.1397 \
    path_clk_slew_ps 60 \
    final-setup-viol-count 0 \
    area_leaders "edfxtp_1 45%, dlxtn_1 8.8%, a21oi_1 4.6%" \
    cts_resized 0 \
    path_delay_family "AND-OR/OR-AND gates" \
    ys_chip_area_sq_mm 0.001199 \
    routed_wl_microns 1648 \
    hp-class "flip-flop to flip-flop" \
    syn_to_final_growth_pct 19.21 \
    p_leak_nw 0.4773 \
    clk_latency_ps 250 \
    ctsHoldBuffers 0 \
    cp-end-kind "flip-flop" \
    dr_wl_met2_microns 706 \
    top_area_cell "edfxtp_1" \
    drtAntennaViolNets 0 \
    ys_cells 113 \
    critical-path-max-stage-delay_ps 440 \
    ff_type "edfxtp_1" \
    cp_slowest_cell "edfxtp_1" \
    numCtsBuffers 3 \
    rsz0062_at_grt "no" \
    instances_no_fill 254 \
    maxSlewViolCount 0 \
    dp_cells 250 \
    grtUsageTotal 0.02353 \
    top_cells_by_count "18 x edfxtp_1, 11 x a21oi_1, 10 x nor2_1" \
    synth.distinct_cells 35 \
    synth_warnings 11 \
    netlist_area_sq_mm 0.001199 \
    cts_setup_buffers 0 \
    max-vdd-ir-drop_uv 183.7 \
    port_buffers 7 \
    top_cell_area_share 0.4509 \
    p_per_area_mw_per_mm2 366.9 \
    cts.path.max_buffers 2 \
    syn-instance-count 113 \
    critical_path_class "flip-flop to flip-flop" \
    drt_first_pass_iters 4 \
    grt_overflow 0 \
    period_used_share 0.6673 \
    dieHeight_microns 122 \
    warnings 43 \
    setup_tns_ps 0 \
    highest_layer "met3" \
    io_pins 31 \
    vias 707 \
]
-- cells in the final DEF (no fill, tap or decap), types with 3 or more instances in the layout --
cell	n
edfxtp_1	18
a21oi_1	11
nor2_1	10
dlxtn_1	7
clkdlybuf4s50_1	7
inv_1	6
nand2_1	6
conb_1	6
xnor2_1	4
ha_1	4
inv_2	3
o21ai_1	3
nor2b_1	3
clkbuf_8	3
-- worst register-to-register path: stages, from the launching register on --
cell and delay, ps:
edfxtp_1 440, inv_1 70, ha_1 220, nor2b_1 130
o211ai_1 90, a21oi_1 380
-- power by group --
group	switching (W)	internal, W
registers	0	0.000327
logic	0.000000483	0
clock network	0.0000883	0.000109
total	0.0000888	0.000436
-- metal layers --
layer / track usage / up-vias
li1: - / 385
met5: 0 / -
met2: 0.03499 / 12
met3: 0.01268 / 0
met1: 0.03137 / 310
met4: 0.0007452 / 0
-- final timing paths --
| kind | startpoint | endpoint | slack [ps] | cells past startpoint |
|---|---|---|---|---|
| worst min register to register | BCDConvert_const.bcd_data[13] | BCDConvert_const.bcd_d_out_1_reg[1] | 520 | 0 |
| worst max-delay path | BCDConvert_const.bcd_data[12] | BCDConvert_const.bcd_data[12] | 830 | 5 |
| worst min-delay path | BCDConvert_const.bcd_data[13] | BCDConvert_const.bcd_d_out_1_reg[1] | 520 | 0 |
| worst max register to register | BCDConvert_const.bcd_data[12] | BCDConvert_const.bcd_data[12] | 830 | 5 |
-- kinds of logic after synthesis --
family / after synthesis / share of synthesized area
AND/OR/NAND/NOR: 33 / 0.1524
AND-OR/OR-AND: 23 / 0.1190
buffers and inverters: 19 / 0.08663
flip-flops: 18 / 0.4509
latches: 7 / 0.08768
XOR/XNOR: 5 / 0.03653
adder cells (fa/ha/maj): 4 / 0.04176
other: 2 / 0.006265
multiplexers: 2 / 0.01879
-- metrics by stage --
step           setup slack, ps  total power (W)  area, sq um
2_1_floorplan             1034        0.0003399         1214
3_5_place_dp             826.5        0.0003340         1384
4_1_cts                  809.0        0.0005345         1429
3_3_place_gp             846.9        0.0003342         1384
6_report                 831.8        0.0005243         1429
5_1_grt                  720.9        0.0005495         1429
-- final cells by class --
| class | count | area [sq um] |
|---|---|---|
| clock inverter | 1 | 3.754 |
| sequential | 25 | 645.6 |
| tap | 136 | 170.2 |
| clock buffer | 3 | 41.29 |
| timing repair buffer | 7 | 70.07 |
| multi-input combinational | 73 | 464.2 |
| fill | 1123 | 8802 |
| inverter | 9 | 33.78 |
Power is estimated from default activity; no workload was simulated.
