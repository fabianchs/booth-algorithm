==> design/flow/design.v <==
`timescale 1ns / 1ps
module ContadorDebounce(CLK,SET,CUENTAENA,CUENTADONE);
input CLK,SET,CUENTAENA;
output logic CUENTADONE;
logic[19:0] CUENTA;
always @(posedge CLK)
		if (SET)
			CUENTA=20'd1000000;
		else if (CUENTAENA)
			CUENTA=CUENTA-1'b1;
		else
			CUENTA=CUENTA;
assign CUENTADONE = (CUENTA==20'd0);
endmodule
`timescale 1ns / 1ps
module DeBounceButton(CLK,RESET,BOT,BOTOUT);
input CLK,RESET,BOT;
output BOTOUT;
wire CUENTADONE;
wire SET;
wire CUENTAENA;
FSMDebounce FSMDEBOUNCE(CLK,RESET,BOT,CUENTADONE,BOTOUT,SET,CUENTAENA);
ContadorDebounce CONTADORDEBOUNCE(CLK,SET,CUENTAENA,CUENTADONE);
endmodule
`timescale 1ns / 1ps
module FSMDebounce(		 
input logic CLK,
input logic RESET,
input logic [15:0]SW,
input logic CUENTADONE,
output logic SET,
output logic CUENTAENA,
output logic [15:0]SWOUT
);
reg [1:0] PRE,FUT;
parameter T0=2'b00, T1=2'b01, T2=2'b10, T3=2'b11;
always @(negedge CLK or posedge RESET)
	if (RESET)
			PRE=T0;
	else
		PRE=FUT;
always @(PRE or SW or CUENTADONE)
	case (PRE)
		T0: if (SW)
				FUT=T1;
			 else
				FUT=T0;
		T1: if (CUENTADONE)
				FUT=T2;
			 else
				FUT=T1;
		T2: if (SW)
				FUT=T1;
			 else
				FUT=T3;
		T3: FUT=T0;
	endcase
always @(PRE)
	case (PRE)
		T0:begin
				SET = 1;
				CUENTAENA = 0;
				SWOUT = 0;
			end
		T1:begin
				SET = 0;
				CUENTAENA = 1;
				SWOUT = 0;
			end
		T2:begin
				SET = 1;
				CUENTAENA = 0;
				SWOUT = 0;
			end
		T3:begin
				SET = 0;
				CUENTAENA = 0;
				SWOUT = 1;
			end
	endcase
endmodule
==> design/flow/run.sh <==
#!/bin/bash
# OpenROAD 26Q1-2900-gdf79404cd8, Yosys 0.63+post, stock flow scripts
make -C /OpenROAD-flow-scripts/flow DESIGN_CONFIG=/design/flow/config.mk WORK_HOME=/design/flow/orfs finish
==> design/flow/config.mk <==
export PLATFORM = sky130hd
export DESIGN_NAME = DeBounceButton
export DESIGN_NICKNAME = DeBounceButton
export VERILOG_FILES = /design/flow/design.v
export SDC_FILE = /design/flow/constraint.sdc
export NUM_CORES = 4
export LEC_CHECK = 1
export CORE_AREA = 10 10 86 86
export DIE_AREA = 0 0 96 96
==> design/flow/constraint.sdc <==
current_design DeBounceButton

set clk_period 3.3
set clk_io_pct 0.2

create_clock -name clk0 -period $clk_period [get_ports {CLK}]

set non_clock_inputs [all_inputs -no_clocks]
set_input_delay [expr $clk_period * $clk_io_pct] -clock clk0 $non_clock_inputs
set_output_delay [expr $clk_period * $clk_io_pct] -clock clk0 [all_outputs]
==> impl_metrics.toml <==
# implementation run metrics
[outcome]
status = "completed"

[worst_hold_path]
min_path_type = "register to register"

[placed_design]
gp_congestion = 0.819
pre_cts_ws_ns = 0.0558
placedCellCount = 208
dp_hpwl_mm = 1.53
io_buffers = 3

[critical_path]
crit_type = "register to register"
crit_path_end_kind = "register"
critPathLaunchType = "register"
worst-path-max-fanout = 5
worst_ep_arrival_time_ns = 3.44
worstPathRequired_ns = 3.50

[logic_synthesis]
netlist_instances = 124
ys_chip_area_mm2 = 0.00111
yosysUniqueCellTypes = 34
ys_top_cells_by_area = "dfxtp_1 (36%), dfrtn_1 (6.8%), nor2_1 (4.7%), xor2_1 (4.7%), nand3_1 (3.6%)"
top_cell_area_share_pct = 36.1
async_reset_ff_share_pct = 16.7
ys_cells = 124
synth_area_per_cell_um2 = 8.94
synth_seq_share_pct = 45.3
edf_count = 0
yosys_warnings = 4
syn-cell-area_mm2 = 0.00111
synthFlopType = "dfxtp_1"
ys_ff = 24
top_area_cell = "dfxtp_1"

[drt]
dr.pass1.iters = 5
wl_per_cell_um = 9.73
drtIter0Drc = 77
routed_wl_mm = 2.08
final_antenna_net_count = 0
antenna_cells = 0
vias = 892
drcViolationCount = 0
via_per_inst = 4.17

[global_routing]
grt_use_total_pct = 4.86
grt.busiest_layer = "met2"
grt_max_degree = 14
met1_usage_pct = 6.97
gr-usage-met3_pct = 1.57
grt_pass1_wl_mm = 3.71
grt_pass1_vias = 800
grtUsageMet2_pct = 7.40
overflow = 0
antenna_found_initial = 0

[power]
combPwrFrac_pct = 2.0
power.leakage_nw = 0.517
peakVddDrop_v = 0.000273
total_power_w = 0.000502
p_int_w = 0.000406
pwr-share-seq_pct = 58.2
pwr_density_cell_mw_per_mm2 = 364
p_clk_share_pct = 39.8
p_sw_share_pct = 19.1
p_switching_w = 0.0000961

[floorplanning]
die.size.x_um = 96
fp_util_pct = 20.0
dieArea_mm2 = 0.00922
core-area_mm2 = 0.00554
die_y_um = 96
io_pins = 4
rows = 27

[final_layout]
fin_util_pct = 24.9
mi_logic_area_um2 = 579
syn_to_final_growth_pct = 24.5
fin_cells = 214
layout-drive-gt1-share_pct = 19.7
flop_area_um2 = 502
fill_cells = 599

[cts]
htreeDepth = 1
cts.path.max_buffers = 2
clkLatencyLatePin_ns = 0.33
numCtsBuffers = 3
cts_sinks = 24
cts_tree = "built"
clk_pin_slew_ns = 0.08
clock-root-buffer = "clkbuf_8"

[timing]
tns_ns = 0
fin_worst_skew_ns = 0.0685
hold_viol_final = 0
layout_setup_ws_ns = 0.0591
tightest_slew_ns = 0.521
rsz0062_at_grt = "yes"
relSlewSlack_pct = 65.0
drv_slew = 0
setup_violations = 0

[run]
maxCapViolCount = 0
warnings = 28
-- Yosys cell counts (all sizes together) (2+ instances only) --
cell / instances
and3: 2
or4: 3
nor4: 5
nor3: 6
nand4: 5
o21ai: 7
dfxtp: 20
ha: 2
nor2: 14
a21oi: 3
a31o: 2
inv: 9
nand2: 9
xor2: 6
o31ai: 2
or3: 4
nand3: 8
xnor2: 3
dfrtn: 3
-- logic make-up (layout without fill, tap and decap cells) --
logic type	count (synthesis)	count (layout)	share of synthesized area, %
AND/OR/NAND/NOR	61	61	31.4
flip-flops	24	24	45.3
AND-OR/OR-AND	17	17	9.71
buffers and inverters	10	28	3.39
XOR/XNOR	9	9	7.11
adder cells (fa/ha/maj)	2	2	2.26
multiplexers	1	1	0.903
-- placed cells by master (no fill, tap or decap) --
cell             count
nor4_1               4
and4_1               1
a31o_2               2
dfxtp_1             20
or4_4                1
o21ai_0              7
dfstp_2              1
nor3b_2              1
nor4_2               1
xor2_1               6
a21o_1               1
nand2_1              9
nand4_1              5
or3_4                2
nor2_1              14
ha_1                 2
a21oi_1              3
mux2i_1              1
and2_2               1
clkdlybuf4s50_1      2
xnor2_1              3
nand3_1              7
or3_1                2
clkbuf_8             4
nor3_1               4
nor3_2               2
dfrtn_1              3
o2bb2ai_1            1
nor2b_1              1
inv_1                9
nand3_2              1
o31ai_1              2
buf_4               12
and3_1               2
nand4b_1             1
or4_1                2
clkdlybuf4s15_1      1
a22o_1               1
-- power groups by stage --
stage	clock network [W]	logic [W]	registers (W)
CTS	0.000207	0.00000978	0.000292
global route	0.000224	0.0000111	0.000292
finish	0.000200	0.00000988	0.000292
-- per-layer routing --
metal  wire, um  part of all wire [%]
met5          0                     0
met3         91                   4.4
met2        866                    42
met1       1130                    54
met4          0                     0
-- path summary, 6_finish.rpt --
check,startpoint,endpoint,slack [ns],cells past startpoint
setup reg to reg,FSMDEBOUNCE.PRE[3],CONTADORDEBOUNCE.CUENTA[15],0.06,6
hold reg to reg,CONTADORDEBOUNCE.CUENTA[18],CONTADORDEBOUNCE.CUENTA[18],0.48,1
min in group asynchronous,RESET,FSMDEBOUNCE.PRE[3],2.10,2
setup / recovery,FSMDEBOUNCE.PRE[3],CONTADORDEBOUNCE.CUENTA[15],0.06,6
max in group asynchronous,RESET,FSMDEBOUNCE.PRE[0],0.90,2
hold / removal,CONTADORDEBOUNCE.CUENTA[18],CONTADORDEBOUNCE.CUENTA[18],0.48,1
-- per-stage QoR --
| stage | cell area [um^2] | hold slack, ns |
|---|---|---|
| floorplan | 1110 | 0.439 |
| CTS | 1370 | 0.486 |
| detailed placement | 1300 | 0.466 |
| finish | 1380 | 0.483 |
| global route | 1380 | 0.512 |
| global placement | 1300 | 0.464 |
-- cell type report --
type                            instances  share of cell area (%)
Clock inverter                          1                   0.272
Clock buffer                            4                    3.99
Inverter                                8                    2.18
Multi-Input combinational cell         90                    42.0
Timing Repair Buffer                   15                    8.70
Sequential cell                        24                    36.4
Tap cell                               72                    6.53
-- worst max-delay path, stage by stage (launching register included) --
cell and delay [ns]:
dfrtn_1 0.41, buf_4 0.11, nor3b_2 0.14, buf_4 0.15, nand4_1 0.11, or4_1 0.43
a21oi_1 0.14
-- what timing repair did --
action / in CTS / in global routing
hold buffers: 0 / 0
pin swaps: 1 / 0
endpoints found under the setup margin: 1 / 8
setup buffers: 2 / 0
gates resized: 1 / 3
-- state kept, by name (all words and copies together) (netlist names) --
register	cells
CONTADORDEBOUNCE.CUENTA	20
FSMDEBOUNCE.PRE	4
No activity file was given, so power comes from the tool's default toggle rates.
